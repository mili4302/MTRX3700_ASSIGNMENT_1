File: design.v
module display (
    input   clk,
    input   [2:0]   direction_sign,
    output reg [6:0] segments0, segments1, segments2, segments3
);
    enum { Forward, Reverse, Left, Right } direction_display;
    always_comb begin
        case (direction_display)
            Forward: begin
			    	segments0 <= 7'b1111111;
				    segments1 <= 7'b1111111;
    				segments2 <= 7'b0001110;
	    			segments3 <= 7'b1111111;
		    	end
		    Reverse: begin
			    	segments0 <= 7'b0101111;
				    segments1 <= 7'b1111111;
				    segments2 <= 7'b1111111;
    				segments3 <= 7'b1111111;
	    	    end
		    Left: begin
			    	segments0 <= 7'b1111111;
				    segments1 <= 7'b1000111;
	    			segments2 <= 7'b1111111;
		    		segments3 <= 7'b1111111;
			    end
    		Right: begin
	    			segments0 <= 7'b1111111;
		    		segments1 <= 7'b1111111;
			    	segments2 <= 7'b1111111;
    				segments3 <= 7'b0000011;
	    	    end
            default: begin
			    	segments0 <= 7'b1111111;
				    segments1 <= 7'b1111111;
    				segments2 <= 7'b1111111;
	    			segments3 <= 7'b1111111;
            end
        endcase
    end
    always_ff @( posedge clk ) begin
        if (direction_sign == 2'b00) begin
            direction_display <= Forward;
        end
        else if (direction_sign == 2'b01) begin
            direction_display <= Reverse;
        end
        else if (direction_sign == 2'b10) begin
            direction_display <= Left;
        end
        else if (direction_sign == 2'b11) begin
            direction_display <= Right;
        end
    end
endmodule
File: run.sh
#!/bin/bash
# OpenROAD 26Q1-2900-gdf79404cd8, Yosys 0.63+post, stock flow scripts
make -C /OpenROAD-flow-scripts/flow DESIGN_CONFIG=/design/flow/config.mk WORK_HOME=/design/flow/orfs finish
File: config.mk
export PLATFORM = sky130hd
export DESIGN_NAME = display
export DESIGN_NICKNAME = display
export VERILOG_FILES = /design/flow/design.v
export SDC_FILE = /design/flow/constraint.sdc
export NUM_CORES = 4
export LEC_CHECK = 1
export CORE_AREA = 10 10 70 70
export DIE_AREA = 0 0 80 80
File: constraint.sdc
current_design display

set clk_period 1.3
set clk_io_pct 0.2

create_clock -name clk0 -period $clk_period [get_ports {clk}]

set non_clock_inputs [all_inputs -no_clocks]
set_input_delay [expr $clk_period * $clk_io_pct] -clock clk0 $non_clock_inputs
set_output_delay [expr $clk_period * $clk_io_pct] -clock clk0 [all_outputs]
==> run summary <==
fresh numbers from the pnr run: RSZ-0062 raised after global routing=false, RD Place Congestion=0.7041, die y size=80 microns, Worst path top cell family by delay=buffers and inverters, Fin Setup TNS=0 ps, Startpoint Class=flip-flop, initial antenna violation count=0, CTS Buf Count=3, per-cell routed wire length=7.700 microns, Routed Wire Length=770 microns, detailed-route via count=between 200 and 250, Hold Crit Class=reg -> reg, fraction of layout cells with a size suffix above 1=18.52%, Max Cap Viol=0, Final min period=1214 ps, DRT Pass-1 Iters=2, grt ovf=0, Clock Sink Count=4, Tot Pwr=369.4 uW, via-per-instance ratio=2.330, Clock transition at path regs=about 40 ps, worst path arrival time=950 ps, residual DRC count=0, antenna-violating nets left=0, WHS Path Cells=2, synthesis area per yosys=332.8 sq um, filler cell count=404, CP Capture Type=primary output, ys cells=44, Worst Skew=0 ps, maximum clock frequency=823.9 MHz, Yosys warning total=1, Worst Hold End=direction_display[1]$_DFF_P_, vias in the first global route=~240, H-Tree Depth=1, Syn Std Cell Area=between 300 and 400 sq um, Cell Type Count=9, first-iteration detailed-routing DRC count=6, register share after synthesis=24.06%, mean area per synthesized cell=7.564 sq um, Combinational Area=~110 sq um, placed cell count=96, largest net degree at the start of global routing=9, Insertion Delay late pin=230 ps, data required time at the worst endpoint=1040 ps, Non-Filler Instances=100, Worst setup startpoint=direction_display[0]$_DFF_P_, # rows=21, first-pass GRT wire length=1186 microns, post-detail-place hpwl=688.6 microns, Worst Reg-to-Reg Cells=2, register-to-register setup slack=730 ps, final tally of hold violations=0, count of tool warnings=25, Final setup viols=0, CTS root buffer=clkbuf_4, Initial Util=9.744%, aggregate global-route resource usage=2.221%, post-cts hold buffer count=0, Mapped Cells=roughly 44, biggest regs=direction_display x4, IO Pins=32, crit-path max FO=3, clk buf depth=2, Final Cell Area=445.4 sq um, final tally of max-slew violations=0, Top Layout Cells=conb_1, dlygate4sd2_1, nand2_1, cells along the critical path=inv_2 -> buf_4 -> dlygate4sd2_1, largest register by flop count=direction_display, CP Buf/Inv Count=3, core area=3416 sq um, Hold Path Origin=direction_display[1]$_DFF_P_, worst r2r src=direction_display[3]$_DFF_P_, maximum vdd drop=0.1057 mV, DP Area=roughly 430 sq um, Die X=80 microns, Synthesized registers=4, status=completed, Die Size=6400 sq um, master of the slowest instance on the critical path=dfxtp_2, leak pwr=0.0001866 uW, port bufs=17, Layout area overhead=33.83%, max reg flops=4, cycle use final=93.36%, ANT cells=0, Hold Slack=between 400 and 500 ps, reg-to-reg endpoint=direction_display[3]$_DFF_P_, CP Class=reg -> out, Worst path max stage delay=330 ps, PwrDens=829.3 nW/um^2, Reg area=83.83 sq um, CTS tree=done
## metrics by stage
step / setup slack, ps / util, %
6_report: 86.30 / 13.04
3_3_place_gp: 112.4 / 12.56
2_1_floorplan: 563.1 / -
5_1_grt: 29.75 / 13.04
3_5_place_dp: 114.6 / 12.56
4_1_cts: 58.29 / 13.04
## power breakdown
| part | switching (uW) | internal (uW) | total, uW | leakage, uW |
|---|---|---|---|---|
| clock network | 52.2 | 103 | 156 | 0.0000138 |
| registers | 6.84 | 135 | 142 | 0.0000341 |
| logic | 22.7 | 49.2 | 71.9 | 0.000139 |
## layer usage
layer / up-vias / share of wire, % / global-route usage (%) / wire (microns)
li1: 115 / - / - / -
met1: 99 / 40 / 2.651 / 305
met2: 17 / 48 / 3.371 / 371
met3: 2 / 11 / 1.023 / 83
met4: 0 / 1.0 / 0.8803 / 8
met5: - / 0 / 0 / 0
## synthesized netlist by cell type
cell type  count  share of area, %
dfxtp_1        4                24
nand2b_1       2               3.8
conb_1         1               1.1
inv_1          4               4.5
o21ai_0        1               1.5
o31ai_1        1               2.3
nand2_1        5               5.6
buf_4         24                54
o21ai_1        2               3.0
## worst max path at each step
stage,to,slack [ps],cells past startpoint
CTS,segments2[0],60,3
global route,segments2[0],30,3
finish,segments2[0],90,3
## what timing repair did
| action | 4_1_cts | 5_1_grt |
|---|---|---|
| resized | 20 | 0 |
| endpoints found under the hold margin | 0 | 0 |
| endpoints found under the setup margin | 14 | 0 |
| setup buffers | 1 | 0 |
## kinds of logic after synthesis
group,after synthesis,synth area share [%]
other,1,1.127
buffers and inverters,28,58.64
and+or+nand+nor,7,9.398
AOI/OAI and AO/OA,4,6.766
DFF,4,24.06
## cell type report
type	instances	area share, %
Tap cell	46	12.92
Timing Repair Buffer	18	35.96
Clock buffer	3	5.056
Inverter	4	3.371
Sequential cell	4	18.82
Multi-Input combinational cell	25	23.88
## tightest hold or removal path: stages (launching register included)
cell	delay [ps]
dfxtp_2	310
nand2_1	60
o21ai_1	50
Power is estimated from default activity; no workload was simulated.
