`flow/run.sh`:
```
#!/bin/bash
# OpenROAD 26Q1-2900-gdf79404cd8, Yosys 0.63+post, stock flow scripts
make -C /OpenROAD-flow-scripts/flow DESIGN_CONFIG=/design/flow/config.mk WORK_HOME=/design/flow/orfs finish
```
`flow/config.mk`:
```
export PLATFORM = sky130hd
export DESIGN_NAME = motor_control
export DESIGN_NICKNAME = motor_control
export VERILOG_FILES = /design/flow/design.v
export SDC_FILE = /design/flow/constraint.sdc
export NUM_CORES = 4
export LEC_CHECK = 1
export CORE_AREA = 10 10 70 70
export DIE_AREA = 0 0 80 80
```
`flow/design.v`:
```
module motor_control (
    input   clk,
    input   [1:0]   direction,
    input   [1:0]   torque,
    output  [7:0]   right_motor, left_motor
);
    always_ff @(posedge clk) begin
        case (direction)
            2'b00:begin
                right_motor <= (torque == 2'b00) ? 8'b00000000 :
                               (torque == 2'b01) ? 8'b00001000 :
                               (torque == 2'b10) ? 8'b00001100 : 8'b00001111;
                left_motor <= (torque == 2'b00) ? 8'b00000000 :
                              (torque == 2'b01) ? 8'b00001000 :
                              (torque == 2'b10) ? 8'b00001100 : 8'b00001111;
            end
            2'b01:begin
                right_motor <= (torque == 2'b00) ? 8'b00000000 :
                               (torque == 2'b01) ? 8'b00000000 :
                               (torque == 2'b10) ? 8'b00001000 : 8'b00001100;
                left_motor <= (torque == 2'b00) ? 8'b00000000 :
                              (torque == 2'b01) ? 8'b00001000 :
                              (torque == 2'b10) ? 8'b00001100 : 8'b00001111;
            end
            2'b10:begin
                right_motor <= (torque == 2'b00) ? 8'b00000000 :
                               (torque == 2'b01) ? 8'b00001000 :
                               (torque == 2'b10) ? 8'b00001100 : 8'b00001111;
                left_motor <= (torque == 2'b00) ? 8'b00000000 :
                               (torque == 2'b01) ? 8'b00000000 :
                               (torque == 2'b10) ? 8'b00001000 : 8'b00001100;
            end
            2'b11:begin
                right_motor <= (torque == 2'b00) ? 8'b00000000 :
                               (torque == 2'b01) ? 8'b00010000 :
                               (torque == 2'b10) ? 8'b00110000 : 8'b11110000;
                left_motor <= (torque == 2'b00) ? 8'b00000000 :
                              (torque == 2'b01) ? 8'b00010000 :
                              (torque == 2'b10) ? 8'b00011000 : 8'b11110000;
            end
        endcase
    end
endmodule
```
`flow/constraint.sdc`:
```
current_design motor_control

set clk_period 1.0
set clk_io_pct 0.2

create_clock -name clk0 -period $clk_period [get_ports {clk}]

set non_clock_inputs [all_inputs -no_clocks]
set_input_delay [expr $clk_period * $clk_io_pct] -clock clk0 $non_clock_inputs
set_output_delay [expr $clk_period * $clk_io_pct] -clock clk0 [all_outputs]
```
==> flow_metrics.env <==
# source this file to load flow results
export IMPL_antenna_diode_count=0
export IMPL_cts_reportedPaths_clkPinSlew_ps=50
export IMPL_ys_dominant_reg_cell="sky130_fd_sc_hd__dfxtp_1"
export IMPL_log_warnings=25
export IMPL_topCellsByArea="sky130_fd_sc_hd__dfxtp_1, sky130_fd_sc_hd__buf_4, sky130_fd_sc_hd__nor2_1"
export IMPL_routabilityCongestion=0.731
export IMPL_fmaxAchievable_mhz=1060
export IMPL_holdPathEnd="right_motor[1]"
export IMPL_int_pwr_uw=596
export IMPL_num_fill_cells=394
export IMPL_min_from="direction[0]"
export IMPL_synth_yosys_seq_area_share=0.567
export IMPL_worst_setup_path_end_kind="primary output"
export IMPL_layout_drive_gt1_share=0.360
export IMPL_power_density_nw_per_um2=1350
export IMPL_comb_power_share=0.120
export IMPL_critPathKind="reg2out"
export IMPL_first_iter_violations=13
export IMPL_ir_drop_v=0.000260
export IMPL_comb_area_um2=85.1
export IMPL_hold_violations=0
export IMPL_slowest_delay_ps=320
export IMPL_cellLeakagePower_uw=0.000238
export IMPL_cts_path_max_buffers=2
export IMPL_power_clock_fraction=0.353
export IMPL_crit_path_start="left_motor[1]"
export IMPL_root_buffer="sky130_fd_sc_hd__clkbuf_4"
export IMPL_grt_pass1_wl_um=1230
export IMPL_status="complete, no violations"
export IMPL_unrepaired_setup_endpoints_after_global_routing="no"
export IMPL_buffer_and_inverter_count_on_the_worst_path=1
export IMPL_hp_class="in2reg"
export IMPL_period_used=0.940
export IMPL_syn_instance_count=31
export IMPL_place_hpwl_um=663
export IMPL_worst_hold_path_num_cells=2
export IMPL_tritoncts_clock_tree="done"
export IMPL_via_count=256
export IMPL_layout_core_utilization=0.160
export IMPL_synthDominantCellAreaShare=0.567
export IMPL_post_drt_via_cell_ratio=2.67
export IMPL_drt_antenna_violating_nets=0
export IMPL_fp_utilization=0.0930
export IMPL_place_worst_setup_slack_ps=-161
export IMPL_timing_critical_path_slowest_stage_cell="sky130_fd_sc_hd__dfxtp_2"
export IMPL_yosys_cell_types_count=9
export IMPL_synth_cell_area_um2=318
export IMPL_post_layout_total_power_uw=738
export IMPL_worstPathRequired_ps=800
export IMPL_area_growth_pct=72.0
export IMPL_synth_seq_cells=9
export IMPL_min_period_ps=940
export IMPL_maxSlewViolCount=0
export IMPL_wl_um=785
export IMPL_detailedRoute_firstPassIterationCount=2
export IMPL_slew_limit_headroom=0.863
export IMPL_yosysTopAreaCell="sky130_fd_sc_hd__dfxtp_1"
export IMPL_edff_count_synth=0
export IMPL_p_sw_frac=0.192
export IMPL_detail_route_drc_violations=0
export IMPL_floorplan_die_height_um=80
export IMPL_cp_top_family="flip-flops"
export IMPL_crit_arrival_ps=740
export IMPL_common_cells="sky130_fd_sc_hd__dfxtp_1, sky130_fd_sc_hd__buf_4, sky130_fd_sc_hd__nor2_1"
export IMPL_via_count_of_the_first_global_routing_pass=267
export IMPL_setup_worst_path_start_class="flop"
export IMPL_total_net_switching_power_uw=141
export IMPL_synth_yosys_chip_area_um2=318
export IMPL_grt_antenna_before_repair=0
export IMPL_max_cap_viol_count=0
export IMPL_worst_slew_pin_transition_ps=204
export IMPL_synth_async_sr_flop_share=0
export IMPL_design_core_area_um2=3420
export IMPL_port_buffer_count=20
export IMPL_cts_htree_levels=1
export IMPL_crit_path_max_fanout=2
export IMPL_cts_buffers_inserted=3
export IMPL_rows=21
export IMPL_die_x_um=80
export IMPL_top_cell="sky130_fd_sc_hd__dfxtp_1"
export IMPL_setup_total_negative_slack_ps=0
export IMPL_finalSetupViolations=0
export IMPL_gr_total_overflow=0
export IMPL_die_area_um2=6400
export IMPL_layout_area_seq_um2=188
export IMPL_sequentialPowerShare=0.526
export IMPL_number_of_warning_messages_in_the_yosys_log=9
export IMPL_crit_path_cell_trace="clkdlybuf4s15_1"
export IMPL_largest_net_degree_at_the_start_of_global_routing=8
export IMPL_routed_wire_length_per_instance_um=8.18
export IMPL_ys_cells=31
export IMPL_cts_sinks=9
export IMPL_final_critical_path_setup_slack_ps=60.3
export IMPL_io_pins=21
export IMPL_syn_area_per_cell_um2=10.3
export IMPL_grtUsageTotal=0.0230
==> cell families after synthesis <==
group | synth area share
AND/OR/NAND/NOR | 0.157
flip-flops | 0.567
AND-OR/OR-AND | 0.110
buffers and inverters | 0.165
==> per-layer routing <==
metal	track usage	vias up	part of all wire
li1	-	129	-
met1	0.0228	111	0.35
met2	0.0385	16	0.44
met3	0.0159	0	0.20
met4	0.00528	0	0
met5	0	-	0
==> power by group through the flow <==
stage	registers, uW	clock network (uW)	logic [uW]
final	388	261	88.8
after global routing	390	303	100
after CTS	388	274	93.8
==> worst max-delay path by stage <==
stage | endpoint | slack (ps) | cells past startpoint
after CTS | left_motor[7] | 6 | 2
after global routing | left_motor[4] | 10 | 1
final | left_motor[1] | 60 | 1
==> what timing repair did <==
item,in CTS,in global routing
gates cloned,0,0
endpoints found under the setup margin,16,6
setup buffers,1,0
hold buffers,0,0
gates resized,41,3
==> sequential cells by signal (all words and copies together) (netlist names) <==
| register | flops |
|---|---|
| right_motor | 5 |
| left_motor | 4 |
==> final cells by class <==
class	instances	area share
Sequential cell	9	0.343
Clock buffer	4	0.0481
Multi-Input combinational cell	15	0.156
Tap cell	46	0.105
Timing Repair Buffer	22	0.348
==> placed cells by master, fill, tap and decap left out, drive strengths merged <==
cell type	n
and3	1
a21boi	2
clkdlybuf4s50	4
nand2b	2
clkdlybuf4s15	11
a21bo	2
nand2	3
clkbuf	5
nor2	5
buf	6
dfxtp	9
==> stage by stage <==
step,hold slack (ps),instances,area (um^2)
after floorplan,272,31,318
after global placement,809,92,538
after detailed placement,823,92,538
after CTS,565,97,561
after global routing,589,96,547
final,568,96,547
Power is estimated from default activity; no workload was simulated.
