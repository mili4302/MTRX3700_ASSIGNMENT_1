**design/flow/design.v**
```verilog
module robot (
	input [1:0] SW,        
	input [3:0] KEY,        
	input clk,			   
	output reg [3:0] HEX,  
	output reg [17:0] LEDR,  
	output reg [6:0] HEX0,  
    output reg [6:0] HEX1,  
    output reg [6:0] HEX2,  
    output reg [6:0] HEX3  
);
    typedef enum logic [3:0] {Programming = 4'b0001, Execute = 4'b0010, Run = 4'b0100, Reset = 4'b1000} state_type;
    state_type state, next_state;
	reg [7:0] command_counter = 0;  
	reg [7:0] reset_counter = 0;  
	reg [1:0] command_array[255:0];  
	reg [31:0] delay_counter = 32'd0;   
	reg delay_done = 0;   
	reg execute_done = 0;  
	always_comb begin 
		unique case (state)
			Programming:begin
				if (KEY[3]) next_state = Programming;  
				else if (KEY[2]) next_state = Execute;  
				else if (command_counter == 255) next_state = Execute;
				else next_state = Programming;
			end
			Execute: begin
				if (KEY[1]) next_state = Reset;
				else if (execute_done) next_state = Reset;  
				else next_state = Run;
			end
			Run: begin
				if (delay_done) next_state = Execute;   
				else next_state = Run;   
			end
			Reset: begin
			    if (reset_counter == 255) next_state = Programming;
            	else next_state = Reset;
			end
		endcase
	end
	always_ff @(posedge clk) begin
			state <= next_state;
			case (state)
				Programming: 
						begin
							command_array[command_counter] = SW;
							if (command_counter < 255) begin
								command_counter = command_counter + 8'd1;
							end
						end 
				Execute:
						begin
							if(SW == 2'b00) begin
								HEX0 <= 7'b1111111;
								HEX1 <= 7'b1111111;
								HEX2 <= 7'b0001110;
								HEX3 <= 7'b1111111;
								LEDR <= 18'b0000111100001111;
							end
							else if(SW == 2'b01) begin
								HEX0 <= 7'b0101111;
								HEX1 <= 7'b1111111;
								HEX2 <= 7'b1111111;
								HEX3 <= 7'b1111111;
								LEDR <= 18'b0000111100001100;
							end
							else if(SW == 2'b10) begin
								HEX0 <= 7'b1111111;
								HEX1 <= 7'b1000111;
								HEX2 <= 7'b1111111;
								HEX3 <= 7'b1111111;
								LEDR <= 18'b0000110000001111;
							end
							else if(SW == 2'b11) begin
								HEX0 <= 7'b1111111;
								HEX1 <= 7'b1111111;
								HEX2 <= 7'b1111111;
								HEX3 <= 7'b0000011;
								LEDR <= 18'b1111000011110000;
							end
						if (command_counter > 0) command_counter <= command_counter - 8'd1;
						else execute_done <= 1;
						end
					Run:
						begin
							if (delay_counter < 32'd100000000) begin
								delay_counter = delay_counter + 32'd1;  
							end
							else begin
								delay_done = 1'b1;   
								delay_counter = 32'd0;   
						end
						end
					Reset:
					begin
						command_array[reset_counter] <= 0;
						reset_counter = reset_counter + 1;	
					end
			endcase
		end
endmodule
```
**design/flow/run.sh**
```bash
#!/bin/bash
# OpenROAD 26Q1-2900-gdf79404cd8, Yosys 0.63+post, stock flow scripts
make -C /OpenROAD-flow-scripts/flow DESIGN_CONFIG=/design/flow/config.mk WORK_HOME=/design/flow/orfs finish
```
**design/flow/config.mk**
```make
export PLATFORM = sky130hd
export DESIGN_NAME = robot
export DESIGN_NICKNAME = robot
export VERILOG_FILES = /design/flow/design.v
export SDC_FILE = /design/flow/constraint.sdc
export NUM_CORES = 4
export LEC_CHECK = 1
export CORE_UTILIZATION = 40
```
**design/flow/constraint.sdc**
```tcl
current_design robot

set clk_period 9.6
set clk_io_pct 0.2

create_clock -name clk0 -period $clk_period [get_ports {clk}]

set non_clock_inputs [all_inputs -no_clocks]
set_input_delay [expr $clk_period * $clk_io_pct] -clock clk0 $non_clock_inputs
set_output_delay [expr $clk_period * $clk_io_pct] -clock clk0 [all_outputs]
```
==> results.json <==
{
  "crit_chain": "clkdlybuf4s50_1",
  "status": "finished clean",
  "maxSlewHeadroom_pct": 51.1,
  "fmax_mhz": 311,
  "cp_data_arrival_time_ns": 1.30,
  "yosysWarnings": 5,
  "grt_usage_pct": 14.2,
  "antenna_found_initial": 0,
  "setup_viol": 0,
  "path_clk_slew_ns": 0.07,
  "antenna_left": 0,
  "place.gp.congestion": 0.774,
  "fin_area_sq_um": 3840,
  "synth_top_flop_cell": "edfxtp_1",
  "post-cts-setup-buffers": 0,
  "slew_violations": 0,
  "ys_area_sq_um": 3390,
  "cts_tree": "done",
  "drive_above_1_share_pct": 8.18,
  "grt_max_degree": 37,
  "synth_top_area_share_pct": 50.4,
  "required_ns": 7.68,
  "insertion_delay_ns": 0.33,
  "fin_skew_ns": 0.0106,
  "core_area_sq_um": 8220,
  "p_total_w": 0.000626,
  "cp.depth": 1,
  "netlist_instances": 303,
  "grt_pass1_vias": 2044,
  "p_per_area_nw_per_um2": 163,
  "grt_pass1_wl_microns": 9460,
  "clock-sinks": 61,
  "num_rows": 33,
  "drcViolationCount": 0,
  "wl_per_cell_microns": 12.7,
  "n_antenna_cell": 0,
  "viasPerCell": 5.12,
  "cp-start-kind": "flop",
  "tns_ns": 0,
  "edf_count": 57,
  "clkPwrFrac_pct": 38.4,
  "wl_microns": 5510,
  "dr.pass1.iters": 4,
  "cts_hold_buf": 0,
  "ys_cells": 303,
  "io_buffers": 35,
  "hold_depth": 1,
  "grt_setup_unrepaired": "no",
  "finish.utilization_pct": 46.8,
  "switching_share_pct": 22.2,
  "worstSetupPathType": "flop to primary output",
  "ctsResizeCount": 0,
  "critPathBufInv": 1,
  "slowest_stage": "clkdlybuf4s50_1",
  "synth_area_sq_um": 3390,
  "async_flop_share_pct": 0,
  "synth_flops": 61,
  "p_switching_w": 0.000139,
  "die_area_sq_um": 8860,
  "synthTopCellsByArea": "edfxtp_1 50%, buf_4 9.5%, xnor2_1 3.6%, xor2_1 3.1%, a211oi_1 2.7%",
  "fin_crit_ns": 3.22,
  "dieHeight_microns": 94.1,
  "htreeDepth": 3,
  "max_stage_delay_ns": 0.51,
  "cp-end-kind": "primary output",
  "die_x_microns": 94.1,
  "worstMarginPinSlew_ns": 0.734,
  "root_buffer": "clkbuf_8",
  "ys_seq_share_pct": 52.8,
  "vdd.ir_drop.worst_uv": 56.0,
  "drtIter0Drc": 128,
  "vias": 2228,
  "hold_class": "flop to flop",
  "cts_buffer_depth": 2,
  "fin_crit_sh_pct": 33.5,
  "initial_core_util_pct": 41.3,
  "fillers": 719,
  "place_area_sq_um": 3640,
  "drv_cap": 0,
  "avgSynthCellArea_sq_um": 11.2,
  "gr-total-overflow": 0,
  "dpl.hpwl_microns": 3610,
  "warning_count": 26,
  "r2r_cells": 5,
  "cts_buffers": 9,
  "power.internal_w": 0.000487,
  "power_leakage_nw": 1.27,
  "yosys.area.top_type": "edfxtp_1",
  "synth_cell_types": 45,
  "hold_viol": 0,
  "combPwrFrac_pct": 8.2,
  "synthToLayoutAreaGrowth_pct": 13.2,
  "ios": 57,
  "seq_power_share_pct": 53.4,
  "critical-path-top-delay-family": "buffers and inverters",
  "crit_fanout": 9
}
cell families after synthesis:
| group | after synthesis | share of synthesized area [%] |
|---|---|---|
| buf+inv | 65 | 12.2 |
| flops | 61 | 52.8 |
| xor+xnor | 26 | 6.71 |
| other cells | 2 | 0.221 |
| fa+ha+maj | 3 | 1.11 |
| simple gates | 106 | 17.9 |
| compound gates | 40 | 9.03 |
metal layers:
metal	track usage, %	vias to the layer above	routed length [microns]
met4	2.95	0	96
met3	2.55	9	287
met2	21.3	75	2440
met1	23.2	1030	2690
li1	-	1114	-
met5	0	-	0
layout make-up:
class / count / area [sq um] / share of cell area (%)
Clock buffer: 11 / 131 / 3.42
Tap cell: 105 / 131 / 3.42
Clock inverter: 5 / 75.1 / 1.95
Inverter: 12 / 45.0 / 1.17
Timing Repair Buffer: 39 / 380 / 9.90
Multi-Input combinational cell: 202 / 1290 / 33.5
Sequential cell: 61 / 1790 / 46.6
cells in the final DEF (no fill, tap or decap), drive strengths merged, types with 5 or more instances in the layout:
cell type	count
a211oi	13
a21oi	5
and3	5
and4	5
clkbuf	11
clkdlybuf4s50	35
conb	27
edfxtp	57
inv	12
nand2	18
nand3	14
nand4	8
nor2	8
nor3	17
nor4	6
o31ai	7
or4	11
xnor2	14
xor2	12
state kept, by name, indices dropped and copies added, names as in the netlist:
register and count:
HEX0 1, HEX1 1, HEX2 1, LEDR 4
command_counter 8, delay_counter 32, delay_done 1, execute_done 1
reset_counter 8, state 4
power groups by stage:
stage                 Combinational [W]  Sequential [W]  Clock [W]
after CTS                     0.0000522        0.000334   0.000247
after global routing          0.0000583        0.000338   0.000258
final                         0.0000516        0.000334   0.000241
through the flow:
stage | std cells | hold WS, ns | setup WS [ns]
6_report | 435 | 0.491 | 6.38
2_1_floorplan | 328 | 0.460 | 4.90
3_3_place_gp | 419 | 0.473 | 6.69
3_5_place_dp | 419 | 0.496 | 6.67
5_1_grt | 435 | 0.521 | 6.30
4_1_cts | 435 | 0.496 | 6.35
worst paths after layout:
kind | start | endpoint | slack (ns)
worst max register to register | delay_counter[20] | delay_done | 7.23
worst min register to register | delay_done | state[1] | 0.49
worst min-delay path | delay_done | state[1] | 0.49
worst max-delay path | LEDR[11] | HEX3[5] | 6.38
synth_stat cells, types with 2 or more instances:
| cell type | count |
|---|---|
| and4_1 | 4 |
| inv_1 | 12 |
| edfxtp_1 | 57 |
| or3_1 | 3 |
| dfxtp_1 | 4 |
| xor2_1 | 12 |
| conb_1 | 2 |
| xnor2_1 | 14 |
| nor3_1 | 17 |
| nor4_1 | 6 |
| ha_1 | 3 |
| or4_1 | 10 |
| buf_4 | 43 |
| o21ai_0 | 4 |
| a21oi_1 | 5 |
| a211oi_1 | 12 |
| o31ai_1 | 7 |
| and3_1 | 5 |
| or4b_2 | 2 |
| nor2_1 | 8 |
| nand3b_1 | 2 |
| clkbuf_1 | 8 |
| nand4_1 | 8 |
| nand2_1 | 18 |
| and2_1 | 3 |
| a22oi_1 | 2 |
| nand3_1 | 14 |
No activity file was given, so power comes from the tool's default toggle rates.
